`flow/run.sh`:
```
#!/bin/bash
# OpenROAD 26Q1-2900-gdf79404cd8, Yosys 0.63+post, stock flow scripts
make -C /OpenROAD-flow-scripts/flow DESIGN_CONFIG=/design/flow/config.mk WORK_HOME=/design/flow/orfs finish
```
`flow/config.mk`:
```
export PLATFORM = sky130hd
export DESIGN_NAME = top
export DESIGN_NICKNAME = top
export VERILOG_FILES = /design/flow/design.v
export SDC_FILE = /design/flow/constraint.sdc
export NUM_CORES = 4
export LEC_CHECK = 1
export CORE_UTILIZATION = 50
```
`flow/constraint.sdc`:
```
current_design top

set clk_period 7.8
set clk_io_pct 0.2

create_clock -name clk0 -period $clk_period [get_ports {clk}]

set non_clock_inputs [all_inputs -no_clocks]
set_input_delay [expr $clk_period * $clk_io_pct] -clock clk0 $non_clock_inputs
set_output_delay [expr $clk_period * $clk_io_pct] -clock clk0 [all_outputs]
```
`flow/design.v`:
```
module check # (
    parameter DW    = 32,
    parameter DELAY = 0
)
(
    input wire         clk,
    input wire         rst,
    input wire         up_valid,
    input wire[DW-1:0] up_data,
    output wire        up_ready
);
wire w_ch_lg1_up_ready;
wire w_sk_buff1_down_valid;
wire[DW-1:0] w_sk_buff1_down_data;
skid_buffer # (.DW(DW)) sk_buff1
(
    .clk(clk),
    .rst(rst),
    .up_valid  (up_valid),
    .up_data   (up_data),
    .down_ready(w_ch_lg1_up_ready),
    .up_ready  (up_ready),
    .down_valid(w_sk_buff1_down_valid),
    .down_data (w_sk_buff1_down_data)
);
check_logic # (.DW(DW), .DELAY(DELAY)) ch_lg1
(
    .clk(clk),
    .rst(rst),
    .up_valid  (w_sk_buff1_down_valid),
    .up_data   (w_sk_buff1_down_data),
    .up_ready  (w_ch_lg1_up_ready)
);
endmodule
module check_logic # (
    parameter DW = 32,
    parameter DELAY = 0
)
(
    input wire clk,
    input wire rst,
    input wire up_valid,
    input wire [DW-1:0] up_data,
    output wire up_ready
);
    reg down_ready;
    always @(posedge clk) begin
        if (rst) begin
            down_ready <= 0;
        end else begin
            down_ready <= 1;
        end
    end
    reg[DW-1:0]  fast_cnt;
    wire[DW-1:0] fast_cnt_d;
    wire fast_incr;
    wire fast_rst;
    assign fast_incr = up_valid && down_ready;
    assign fast_rst  = up_valid && up_ready || rst;
    assign fast_cnt_d = fast_incr ? (fast_rst ? 0 : (fast_cnt + 1)) :
                                    (fast_rst ? 0 : fast_cnt);
    always @(posedge clk) begin
        begin
            fast_cnt <= fast_cnt_d;
        end
    end
    assign up_ready = down_ready && (fast_cnt == DELAY);
endmodule
module generator # (
    parameter DW    = 32,
    parameter DELAY = 0
)
(
    input wire          clk,
    input wire          rst,
    input wire          down_ready,
    output wire         down_valid,
    output wire[DW-1:0] down_data
);
wire         w_rg_sl1_up_ready;
wire         w_gen_lg1_down_valid;
wire[DW-1:0] w_gen_lg1_down_data;
reg_slice # (.DW(DW)) rg_sl1
(
    .clk(clk),
    .rst(rst),
    .down_ready(down_ready),
    .up_valid  (w_gen_lg1_down_valid),
    .up_data   (w_gen_lg1_down_data),
    .down_valid(down_valid),
    .down_data (down_data),
    .up_ready(w_rg_sl1_up_ready)
);
generator_logic # (.DW(DW), .DELAY(DELAY)) gen_lg1
(
    .clk(clk),
    .rst(rst),
    .down_ready(w_rg_sl1_up_ready),
    .down_valid(w_gen_lg1_down_valid),
    .down_data (w_gen_lg1_down_data)
);
endmodule
module generator_logic # (
    parameter DW = 32,
    parameter DELAY = 0
)
(
    input wire          clk,
    input wire          down_ready,
    input wire          rst,
    output              down_valid,
    output reg [DW-1:0] down_data
);
    reg up_valid;
    always @(posedge clk) begin
        if (rst) begin
            up_valid <= 0;
        end else begin
            up_valid <= 1;
        end
    end
    wire up_ready;
    assign down_valid = up_valid && (fast_cnt == DELAY);
    assign up_ready = down_ready && (fast_cnt == DELAY);
    wire fast_incr;
    wire fast_rst;
    assign fast_incr = up_valid && down_ready;
    assign fast_rst  = down_valid && up_ready || rst;
    assign fast_cnt_d = fast_incr ? (fast_rst ? '0 : (fast_cnt + 1)) :
                                    (fast_rst ? '0 : fast_cnt);
    reg[15:0]  fast_cnt;
    wire[15:0] fast_cnt_d;
    always @(posedge clk) begin
        begin
            fast_cnt <= fast_cnt_d;
        end
    end
    wire data_incr;
    wire [DW-1:0] data_d;
    assign data_incr = down_valid && up_ready;
    assign data_d = data_incr ? (down_data + 1) : down_data;
    always @(posedge clk) begin
        if (rst) begin
            down_data <= '0;
        end else begin
            down_data <= data_d;
        end
    end
endmodule
module reg_slice # (
    parameter DW = 32
)
(
    input wire         clk,
    input wire         rst,
    input wire         down_ready,
    input wire         up_valid,
    input wire[DW-1:0] up_data,
    output reg         down_valid,
    output reg[DW-1:0] down_data,
    output wire        up_ready
);
assign up_ready = !down_valid || down_ready;
always @(posedge clk) begin
    if (rst) begin
        down_valid <= 0;
    end else if (up_ready) begin
        down_valid <= up_valid;
    end
end
always @(posedge clk) begin
    if (up_ready) begin
        down_data <= up_data;
    end
end
endmodule
module skid_buffer # (
    parameter DW = 16
)
(
    input           clk,
    input           rst,
    input[DW-1:0]   up_data,
    input           up_valid,
    output reg      up_ready,
    output[DW-1:0]  down_data,
    output          down_valid,
    input           down_ready
);
wire we;
wire sel_d, up_ready_d;
reg sel;
reg[DW-1:0] data_reg;
always @(posedge clk) begin
    if (we) begin
        data_reg <= up_data;
    end
end
reg valid_reg;
always @(posedge clk) begin
    if (rst) begin
        valid_reg <= 1'b0;
    end else if (we) begin
        valid_reg <= up_valid;
    end
end
assign down_data  = (sel) ? data_reg  : up_data;
assign down_valid = (sel) ? valid_reg : up_valid;
parameter BYPASS = 1'b0;
parameter SKID = 1'b1;
reg state, next;
always @(posedge clk) begin
    if (rst) begin
        up_ready <= 1'b1;
        sel <= 1'b0;
    end else begin
        up_ready <= up_ready_d;
        sel <= sel_d;
    end
end
always @(posedge clk) begin
    if (rst) begin
        state <= BYPASS;
    end else begin
        state <= next;
    end
end
always @(state or up_valid or down_ready) begin
    next = 1'bx;
    case (state)
    BYPASS:
        if (up_valid & ~down_ready) begin
            next = SKID;
        end else begin
            next = BYPASS;
        end
    SKID:
        if (down_ready) begin
            next = BYPASS;
        end else begin
            next = SKID;
        end
    endcase
end
assign we = ((state == BYPASS) & (up_valid) & (~down_ready));
assign up_ready_d = (next == BYPASS);
assign sel_d = (next == SKID);
endmodule
module top # (
    parameter DATA_WIDTH  = 32,
    parameter DELAY_GEN   = 0,
    parameter DELAY_CHK   = 0
)
(
    input wire                  clk,
    input wire                  rst,
    output wire                 gen_down_valid,
    output wire[DATA_WIDTH-1:0] gen_down_data,
    input wire                  gen_down_ready,
    input wire                  chk_up_valid,
    input wire[DATA_WIDTH-1:0]  chk_up_data,
    output wire                 chk_up_ready
);
generator # (.DW(DATA_WIDTH), .DELAY(DELAY_GEN)) gen1
(
    .clk(clk),
    .rst(rst),
    .down_ready(gen_down_ready),
    .down_valid(gen_down_valid),
    .down_data(gen_down_data)
);
check # (.DW(DATA_WIDTH), .DELAY(DELAY_CHK)) chk1
(
    .clk(clk),
    .rst(rst),
    .up_ready(chk_up_ready),
    .up_valid(chk_up_valid),
    .up_data(chk_up_data)
);
endmodule
```
==> impl_metrics.ini <==
; flow metrics
[route]
route.vias.total = 4224
final_antenna_net_count = 0
wl_per_cell_um = 15.2
wl_mm = 11.0
drt_pre_antenna_iters = 4
routed_via_density = 5.85
drt_first_iter_violations = 207
route.detailed.drc = 0
antenna-diode-count = 0

[critical_path]
critical_path_peak_fanout = 37
cp.required_ns = 7.95
worstReg2RegEnd = gen1.gen_lg1.down_data[26]$_SDFFE_PP0P_
cp_slowest_stage_delay_ns = 0.49
crit-reg2reg-launch = gen1.gen_lg1.fast_cnt[9]$_SDFFCE_PP0P_
worst-path-buf-inv = 3
critical_path_class = primary input to register
timing.critical_path.slowest_stage_cell = sky130_fd_sc_hd__nand3_1
r2r_setup_slack_ns = 5.21
ff2ff_path_depth = 4
timing.critical_path.cells = clkdlybuf4s50_1, nand2b_2, buf_4, nand3_1, o2111ai_1, buf_4, nor2_1
worstSetupEndpointType = register
cpLargestDelayFamily = buffers and inverters
critical_path.most_common_cell = sky130_fd_sc_hd__buf_4
timing.critical_path.from_type = primary input
critical_path_arrival_ns = 3.69

[floorplanning]
chip_area_um2 = 11800
core-area_um2 = 11000
floorplan.io_pins = 70
floorplan.die.width_um = 109
core_util_floorplan_pct = 51.8
die_h_um = 109
placement_rows = 38

[min_path]
min_delay_worst_endpoint = gen1.rg_sl1.down_data[31]$_DFFE_PN_
holdCritStartpoint = gen1.gen_lg1.down_data[31]$_SDFFE_PP0P_
min-delay-path-class = register to register
worst_hold_path.num_cells = 0

[synth]
post-synth-top-count-cell = sky130_fd_sc_hd__edfxtp_1
ys.warnings.count = 4
synth_async_sr_flop_share_pct = 0
synth_cells = 536
edff_count_synth = 80
ys.flops = 117
synth_area_leader_cell = sky130_fd_sc_hd__edfxtp_1
synth-cells-yosys = 536
yosys.area.top_type_share_pct = 42.2
predominant_post_synthesis_flop_cell = sky130_fd_sc_hd__edfxtp_1
syn-mean-instance-area_um2 = 10.6
netlist_area_pre_place_um2 = 5690
common_cells = sky130_fd_sc_hd__edfxtp_1, sky130_fd_sc_hd__nor2_1, sky130_fd_sc_hd__dfxtp_1, sky130_fd_sc_hd__nor4_1, sky130_fd_sc_hd__nand3_1
yosys_area_um2 = 5690
area_leaders = sky130_fd_sc_hd__edfxtp_1, sky130_fd_sc_hd__dfxtp_1, sky130_fd_sc_hd__mux2_2
synth_sequential_area_ratio_pct = 55.3
yosysUniqueCellTypes = 37

[global_route]
grt_start_max_net_pins = 53
grt_first_pass_wirelength_mm = 18.6
track_usage_pct = 21.0
antenna_found_initial = 0
via_count_of_the_first_global_routing_pass = 3853
globalRouteOverflowTotal = 0

[timing]
final-hold-violation-count = 0
final_period_minus_worst_setup_slack_ns = 3.54
timing.final.max_slew_violations = 0
timing.clock.skew_ns = 0.00740
rsz0062_at_grt = false
setup_viol = 0
tightest_slew_ns = 0.844
final_min_period_over_clock_period_pct = 45.4
slew_headroom_pct = 43.6
final.setup.tns_ns = 0
max_freq_mhz = 282

[clock_network]
clock_sinks = 117
cts.repair_timing.setup_buffer_count = 0
clock.latency.late_pin_ns = 0.40
max-clock-path-buffers = 2
clk_transition_reported_paths_ns = 0.05
cts-htree-levels = 4
postCtsHoldBufs = 0
post_cts.resized_instances = 0
ctsRootBufferMaster = sky130_fd_sc_hd__clkbuf_16
tritoncts = built
cts_buffers = 17

[placement]
post-place-cells = 690
detailed_place_hpwl_mm = 6.64
gpl.final_weighted_congestion = 0.887
io_port_bufs = 37

[cells_and_area]
sequential_cell_area_um2 = 3140
layoutNonFillerInstCount = 722
syn2layout_area_growth_pct = 18.9
drive_gt1_share_pct = 11.5
reg_top3 = chk1.ch_lg1.fast_cnt x32, gen1.gen_lg1.down_data x32, gen1.rg_sl1.down_data x32
fillCellCount = 882
final-comb-area_um2 = 2360

[pwr]
total_leakage_power_nw = 2.26
ir_drop_mv = 0.204
power.density_cell_area_nw_per_um2 = 227

[outcome]
status = complete, no violations

[run]
max_cap_viol_count = 0
stage_log_warnings = 59
[how the worst max path moves through the flow]
| stage | start | to | slack (ns) | cells past startpoint |
|---|---|---|---|---|
| final | gen_down_ready | gen1.gen_lg1.fast_cnt[11]$_SDFFCE_PP0P_ | 4.26 | 7 |
| after global routing | gen_down_ready | gen1.gen_lg1.fast_cnt[7]$_SDFFCE_PP0P_ | 4.12 | 7 |
| after CTS | gen_down_ready | gen1.gen_lg1.fast_cnt[6]$_SDFFCE_PP0P_ | 4.28 | 7 |
[report_power, final]
| group | internal [mW] | total [mW] | switching (mW) |
|---|---|---|---|
| Sequential | 0.683 | 0.708 | 0.0252 |
| Combinational | 0.0247 | 0.0615 | 0.0368 |
| Clock | 0.481 | 0.762 | 0.282 |
| Total | 1.19 | 1.53 | 0.344 |
[worst register-to-register path: cells and delay by family, from the launching register on]
kind | cells | cell delay (ns)
multiplexers | 1 | 0.37
flip-flops | 1 | 0.46
AND/OR/NAND/NOR | 3 | 1.65
[area by class of cell]
class                   count  area share [%]
repair buffers             44            6.26
flip-flops and latches    117            46.5
multi-input cells         372            35.0
clock buffers              18            6.50
clock inverters            14            2.26
inverters                  17           0.944
well taps                 140            2.59
[cell families after synthesis]
kind of cell,synth area share (%)
and+or+nand+nor,24.5
DFF,55.3
AOI/OAI and AO/OA,8.51
buffers and inverters,3.23
xor gates and xnor gates,3.85
muxes,3.56
adders and majority gates,1.10
[through the flow]
stage / worst slack [ns] / area, um2 / power (mW) / utilization [%] / hold slack [ns]
4_1_cts: 4.28 / 6760 / 1.55 / 61.6 / 0.451
5_1_grt: 4.12 / 6760 / 1.59 / 61.6 / 0.473
2_1_floorplan: 3.96 / 5690 / 0.759 / - / 0.406
6_report: 4.26 / 6760 / 1.53 / 61.6 / 0.452
3_3_place_gp: 3.92 / 6170 / 0.779 / 56.2 / 0.439
3_5_place_dp: 3.87 / 6170 / 0.781 / 56.2 / 0.437
[routing by layer]
metal	up-vias	wire, um	part of all wire [%]	global-route usage (%)
li1	2121	-	-	-
met1	2006	5420	49	36.0
met2	92	5000	45	31.2
met3	5	502	4.6	4.45
met4	0	74	0.67	1.54
met5	-	0	0	0
[cells in the final DEF, fill, tap and decap left out, types with 19 or more instances in the layout]
| cell | count |
|---|---|
| sky130_fd_sc_hd__a21oi_1 | 27 |
| sky130_fd_sc_hd__clkdlybuf4s50_1 | 37 |
| sky130_fd_sc_hd__dfxtp_1 | 37 |
| sky130_fd_sc_hd__edfxtp_1 | 80 |
| sky130_fd_sc_hd__nand2_1 | 20 |
| sky130_fd_sc_hd__nand3_1 | 29 |
| sky130_fd_sc_hd__nand4_1 | 24 |
| sky130_fd_sc_hd__nor2_1 | 54 |
| sky130_fd_sc_hd__nor4_1 | 30 |
| sky130_fd_sc_hd__or4_1 | 19 |
Power figures rest on the tool's default switching activity, not on a simulated workload.
