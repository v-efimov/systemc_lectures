$ cat /design/flow/run.sh
#!/bin/bash
# OpenROAD 26Q1-2900-gdf79404cd8, Yosys 0.63+post, stock flow scripts
make -C /OpenROAD-flow-scripts/flow DESIGN_CONFIG=/design/flow/config.mk WORK_HOME=/design/flow/orfs finish
$ cat /design/flow/config.mk
export PLATFORM = sky130hd
export DESIGN_NAME = custom_logic
export DESIGN_NICKNAME = custom_logic
export VERILOG_FILES = /design/flow/design.v
export SDC_FILE = /design/flow/constraint.sdc
export NUM_CORES = 4
export LEC_CHECK = 1
export CORE_AREA = 10 10 70 70
export DIE_AREA = 0 0 80 80
$ cat /design/flow/constraint.sdc
current_design custom_logic

set clk_period 1.9
set clk_io_pct 0.2

create_clock -name clk0 -period $clk_period [get_ports {clk}]

set non_clock_inputs [all_inputs -no_clocks]
set_input_delay [expr $clk_period * $clk_io_pct] -clock clk0 $non_clock_inputs
set_output_delay [expr $clk_period * $clk_io_pct] -clock clk0 [all_outputs]
$ cat /design/flow/design.v
module custom_logic #(parameter DW = 6)
(
input                   clk,
input                   rst,
input  [(DW-1):0]       up_data,
input                   up_valid,
output                  up_ready,
output [(DW-1):0]       down_data,
output                  down_valid,
input                   down_ready
);
reg [7:0] counter;
wire clear_condition;
wire odd;
wire enable;
wire clear;
wire clear_or_rst;
wire [(DW-1):0] even_data;
always @(posedge clk)
if (clear_or_rst) begin
 counter <= '0;
 end else if (enable) begin
 counter <= counter + 1;
 end
assign odd = up_data[0];
assign even_data = up_data * up_data;
assign clear_condition = odd || (counter == 8'b00000001);
assign enable = up_valid && down_ready && ~clear_condition;
assign clear = up_valid && down_ready && clear_condition;
assign clear_or_rst = clear || rst;
assign down_data = odd ? up_data : even_data;
assign down_valid = up_valid;
assign up_ready = down_ready & clear_condition;
endmodule
==> results.py <==
# Generated from Yosys and OpenROAD reports
metrics = {
    "outcome": {
        "outcome": "finished, violations left",
        "failed_checks": "negative setup slack",
    },
    "final_layout": {
        "largest_reg_flops": 8,
        "reg_top3": "counter (8)",
        "synthToLayoutAreaGrowth_pct": 75.8,
        "drive_gt1_share_pct": 44.6,
        "final_core_util_pct": 34.4,
        "final_common_cell": "buf_4",
        "instances_no_fill": 176,
        "layout_top_cells": "buf_4, nand2_1, clkdlybuf4s50_1",
        "regMostFlops": "counter",
        "fill_cells": 336,
    },
    "logic_synthesis": {
        "avgSynthCellArea_um2": 7.95,
        "synth_flops": 8,
        "ys_area_um2": 668,
        "yosys_warnings": 1,
        "synth_top_cell_by_area": "dfxtp_1",
        "ys_seq_share_pct": 24.0,
        "synth_area_um2": 668,
        "ys_types": 31,
        "synth_cells": 84,
        "top_area_share_pct": 24.0,
        "area_leaders": "dfxtp_1, fa_1, nand2_1",
        "ys_cells": 84,
    },
    "global_routing": {
        "grt_overflow_total": 0,
        "antenna_found_initial": 0,
        "grt_usage_pct": 6.10,
        "grt_max_degree": 9,
        "first_global_vias": 733,
        "grt_pass1_wl_mm": 3.24,
    },
    "cts": {
        "ctsLongestPathBuffers": 2,
        "clk_pin_slew_ps": 60,
        "htreeDepth": 1,
        "cts_made_buffers": 3,
        "cts_root_buffer": "clkbuf_4",
        "worstSkewPairLatency_ps": 250,
        "cts_sinks": 8,
        "cts_tree": "built",
        "holdBufCountCts": 0,
    },
    "die": {
        "fp-utilization_pct": 19.6,
        "die_width_um": 80,
        "pin_count": 18,
        "die_height_um": 80,
        "rows": 21,
        "core_area_mm2": 0.00342,
        "die_area_mm2": 0.00640,
    },
    "critical_path": {
        "cp_max_fo": 2,
        "cpMostUsedCell": "fa_1",
        "critPathLaunchType": "primary input",
        "cp_cell_sequence": "buf_8 > nand2_8 > inv_4 > fa_1 > fa_1 > inv_2 > fa_1 > inv_2 > ha_4 > xnor2_2 > xnor2_1 > o21ai_1 > buf_2",
        "crit_required_ps": 1520,
        "crit_type": "primary input to output pin",
        "cp.arrival_ps": 2820,
        "r2r_setup_slack_ps": 240,
        "cpPeakStageDelay_ps": 530,
        "cp_slowest_cell": "fa_1",
        "critPathCaptureType": "output pin",
    },
    "power_and_ir_drop": {
        "vdd_drop_max_v": 0.000302,
        "fin_total_pwr_uw": 509,
        "total_leakage_power_nw": 0.482,
        "power_density_mw_per_mm2": 433,
    },
    "sta": {
        "hold_viol_final": 0,
        "setup_violations": 2,
        "period_used_pct": 168,
        "clock_skew_ps": 1.47,
        "holdWs_ps": 482,
        "slew_headroom_pct": 76.3,
        "period_needed_ps": 3200,
        "fin_ws_ps": -1300,
        "drv_slew": 0,
        "tightestPinTransition_ps": 346,
        "rsz0062_at_grt": "true",
        "timing.fmax_ghz": 0.313,
    },
    "place": {
        "portBuffers": 17,
        "gp_congestion": 0.861,
        "place_inst": 158,
        "dp_hpwl_mm": 1.29,
    },
    "job": {
        "drv_cap": 0,
        "tool_warnings": 31,
    },
    "drt": {
        "firstDrtPassIters": 6,
        "viasPerCell": 4.18,
        "ant_nets": 0,
        "vias": 735,
        "drc_errors": 0,
        "routed_wl_mm": 1.92,
        "antenna_cells": 0,
        "wl_per_cell_um": 10.9,
        "drt_iter0_drc": 33,
    },
    "worst_hold_path": {
        "hold_path.class": "flip-flop to flip-flop",
    },
}
==> power breakdown <==
| group | internal (mW) | switching [mW] | total [mW] |
|---|---|---|---|
| Combinational | 0.120 | 0.0860 | 0.206 |
| Sequential | 0.169 | 0.000765 | 0.170 |
| Clock | 0.0725 | 0.0607 | 0.133 |
| Total | 0.361 | 0.147 | 0.509 |
==> timing repair <==
action                     CTS  global route
gates resized               36            10
setup buffers               16             0
setup endpoints to repair    7             4
pin swaps                    9             9
==> worst paths after layout <==
kind,start,end,cells past startpoint
max,up_data[0],down_data[5],13
min,counter[7]$_SDFFE_PP0P_,counter[7]$_SDFFE_PP0P_,2
min reg2reg,counter[7]$_SDFFE_PP0P_,counter[7]$_SDFFE_PP0P_,2
max reg2reg,counter[1]$_SDFFE_PP0P_,counter[1]$_SDFFE_PP0P_,8
==> routing by layer <==
| metal | track usage [%] | wire [um] |
|---|---|---|
| met5 | 0 | 0 |
| met4 | 0.176 | 6 |
| met3 | 2.73 | 185 |
| met2 | 9.31 | 771 |
| met1 | 8.18 | 953 |
==> kinds of logic after synthesis <==
logic type | after synthesis | synth area share [%]
adders and majority gates | 7 | 17.6
and+or+nand+nor | 37 | 29.2
AOI/OAI and AO/OA | 13 | 11.6
muxes | 2 | 3.18
xor gates and xnor gates | 5 | 6.55
DFF | 8 | 24.0
buffers and inverters | 12 | 7.87
==> critical path, delay by kind of cell <==
family | cells | cell delay, ps
adder cells (fa/ha/maj) | 4 | 1660
XOR/XNOR | 2 | 260
buffers and inverters | 5 | 340
AND/OR/NAND/NOR | 1 | 60
AND-OR/OR-AND | 1 | 110
==> stage by stage <==
step | setup TNS, ps | setup slack (ps) | cell area, um2
after floorplan | -2210 | -1170 | 728
after global placement | -5670 | -2230 | 1030
after detailed placement | -5690 | -2230 | 1030
after CTS | -2620 | -1380 | 1170
after global routing | -2640 | -1400 | 1170
final | -2470 | -1300 | 1170
==> layout make-up <==
type / count / area [um2] / share of cell area (%)
well taps: 46 / 57.6 / 4.90
flip-flops and latches: 8 / 161 / 13.7
inverters: 7 / 28.8 / 2.45
repair buffers: 48 / 389 / 33.1
multi-input cells: 64 / 515 / 43.9
clock buffers: 3 / 22.5 / 1.92
==> Yosys cell counts <==
library cell	n
nor4_1	2
nor2_1	2
inv_1	7
ha_1	3
nor3b_1	1
and2_1	2
nor2b_1	3
a21oi_2	1
o21ai_1	1
nor4b_1	1
nand2_1	14
dfxtp_1	8
buf_4	2
fa_1	4
nand3_1	2
o21ai_0	3
and2b_1	1
a2111oi_0	1
mux2_2	1
or4_1	1
o311ai_0	1
buf_1	1
nand3_2	1
nor3_1	5
and3_1	1
a21oi_1	5
xnor2_1	5
or3b_1	1
mux2i_1	1
clkbuf_1	2
a31oi_1	1
Power and IR drop assume default switching activity.
